## ./config.mk

```make
export PLATFORM = sky130hd
export DESIGN_NAME = ALU
export DESIGN_NICKNAME = ALU
export VERILOG_FILES = /design/flow/design.v
export SDC_FILE = /design/flow/constraint.sdc
export NUM_CORES = 4
export LEC_CHECK = 1
export CORE_UTILIZATION = 30
```

## ./constraint.sdc

```tcl
current_design ALU

set clk_period 29.3
set clk_io_pct 0.2

create_clock -name clk0 -period $clk_period

set non_clock_inputs [all_inputs -no_clocks]
set_input_delay [expr $clk_period * $clk_io_pct] -clock clk0 $non_clock_inputs
set_output_delay [expr $clk_period * $clk_io_pct] -clock clk0 [all_outputs]
```

## ./design.v

```verilog
module FULL_ADDER_1BIT (in1, in2, cin, cout, sum);
    input in1, in2, cin;
    output cout, sum;
    assign {cout, sum} = (in1 + in2 + cin);
endmodule
module FULL_ADDER_32BIT (in1, in2, cin, cout, sum);
    input [31: 0] in1, in2;
    input cin;
    output [31: 0] sum;
    output cout;
    wire [32: 0] carry;
    assign carry[0] = cin;
    genvar j;
    generate for (j = 0; j < 32; j = j + 1) begin: FULL_ADDER_LOOP
        FULL_ADDER_1BIT FAj(in1[j], in2[j], carry[j], carry[j + 1], sum[j]);
    end
    assign cout = carry[32];
    endgenerate
endmodule
module MUX2TO1 (in1, in2, sel, out);
    input in1, in2, sel;
    output out;
    wire not_sel, a1, a2;
    not N0 (not_sel, sel);
    and A0 (a1, in1, not_sel);
    and A1 (a2, in2, sel);
    or OR0 (out, a1, a2);
endmodule
module MUX2TO1_8BIT (in1, in2, sel, out);
    input [7: 0] in1, in2;
    input sel;
    output [7: 0] out;
    genvar j;
    generate for (j = 0; j < 8; j = j + 1) begin: MUX_LOOP
        MUX2TO1 MUXj(in1[j], in2[j], sel, out[j]);
    end
    endgenerate
endmodule
module MUX2TO1_32BIT (in1, in2, sel, out);
    input [31: 0] in1, in2;
    input sel;
    output [31: 0] out;
    genvar j;
    generate for (j = 0; j < 4; j = j + 1) begin: MUX_LOOP_1
        MUX2TO1_8BIT MUXj(in1[8*j + 7: 8*j + 0], in2[8*j + 7: 8*j + 0], sel, out[8*j + 7: 8*j + 0]);
    end
    endgenerate
endmodule
module MUX4TO1_1BIT(in1, in2, in3, in4, sel, out);
    input in1, in2, in3, in4;
    input [1: 0] sel;
    output out;
    assign out = sel == 0? in1: sel == 1? in2: sel == 2? in3: in4;
endmodule
module MUX4TO1_32BITS (in1, in2, in3, in4, sel, out);
    input [31: 0] in1, in2, in3, in4;
    output [31: 0] out;
    input [1: 0] sel;
    genvar j;
    generate for (j = 0; j < 32; j = j + 1) begin: MUX_LOOP_2
        MUX4TO1_1BIT MUXj(in1[j],in2[j],in3[j],in4[j], sel[1: 0], out[j]);
    end
    endgenerate
endmodule
module AND_32BIT (out, in1, in2);
    input [31: 0] in1, in2;
    output [31: 0] out;
    assign out = in1 & in2;
endmodule
module OR_32IBIT (out, in1, in2);
    input [31: 0] in1, in2;
    output [31: 0] out;
    assign out = in1 | in2;
endmodule
module ALU (a, b, binvert, carryin, operation, result, carryout);
    input [31: 0] a, b;
    output [31: 0] result;
    input carryin, binvert;
    input [1: 0] operation;
    output carryout;
    wire [31: 0] addOut, andOut, orOut, in2;
    MUX2TO1_32BIT MUX_INPUT(b, ~b, binvert, in2);
    MUX4TO1_32BITS MUX_RESULT(andOut, orOut, addOut, 32'd0,operation, result);
    OR_32IBIT OR(orOut, a, in2);
    AND_32BIT AND(andOut, a, in2);
    FULL_ADDER_32BIT FA(a, in2, carryin, carryout, addOut);
endmodule
module TESTBENCH;
    reg [31: 0] a,b;
    reg binvert, carryin;
    reg [1: 0] operation;
    wire [31: 0] result;
    wire carryout;
    ALU alu(a, b, binvert, carryin, operation, result, carryout);
    initial begin
       $monitor ($time, "OP = %b A = %d B = %d CIN = %b RES = %d COUT = %b\n", operation, a, b, carryin, result, carryout);
       a = 32'd100; b = 32'd100; binvert = 1'b0; carryin = 1'b0; operation = 2'b10;
       #100 a = 32'd200; b = 32'd200; binvert = 1'b1; carryin = 1'b1; operation = 2'b10;
    end
endmodule
```

## ./run.sh

```bash
#!/bin/bash
# OpenROAD 26Q1-2900-gdf79404cd8, Yosys 0.63+post, stock flow scripts
make -C /OpenROAD-flow-scripts/flow DESIGN_CONFIG=/design/flow/config.mk WORK_HOME=/design/flow/orfs finish
```

==> GITHUB_STEP_SUMMARY <==
## Implementation flow summary

| Metric | Value |
|---|---|
| Top Layer Used | met3 |
| Final Total Pwr | 0.0605 mW |
| Hold Path Class | in2out |
| Post-synth area from yosys stat | 2160 um^2 |
| Number of logged tool warnings | 32 |
| Final hold viol count | 0 |
| Final Non-Filler Cells | 339 |
| DR DRC count | 0 |
| PwrDens | 20.3 nW/um^2 |
| RSZ-0062 raised after global routing | no |
| Slew HR | 48.6% |
| IO Pins | 101 |
| FP Rows | 30 |
| Slew Limit Fails | 0 |
| P_leak | 1.11 nW |
| Cell type with the largest total area | fa_1 |
| Gp weighted congestion | 0.768 |
| FFs & Latches | 0 |
| Hold Buf Count CTS | 0 |
| DR pass1 iterations | 4 |
| Multi-input gate area | 1790 um^2 |
| Worst hold slack | 12740 ps |
| Clkbuf count | 0 |
| Clock Power Share | 0% |
| Seq/Total Area, Yosys | 0% |
| Core area | 6870 um^2 |
| Sw power | 0.0227 mW |
| Top cells by area | fa_1 (30%), xor2_2 (21%), maj3_2 (16%) |
| Vias/cell | 4.25 |
| Via count | 1440 |
| Crit path required time | 23440 ps |
| Yosys top cell area share | 29.6% |
| Hold path startpoint | operation[1] |
| Critical path fanouts, max | 2 |
| Global-route wire length before repair | 7400 um |
| Layout overhead on the synthesized area | 37.6% |
| All-Layer GR Usage | 12.9% |
| Die area | 7550 um^2 |
| Top cells excl fill/tap | clkdlybuf4s50_1 (99), fa_1 (32), maj3_2 (30), a22o_1 (30), xor2_2 (28) |
| Dpl cells | 339 |
| FF+latch area | 0 um^2 |
| Seq pwr share | 0% |
| Achievable frequency | 37.5 MHz |
| Util after Layout | 43.3% |
| Placed wire-length estimate | 3590 um |
| Gate Count Post-Synth | 184 |
| Wire length on met1 | 1870 um |
| CP Class | in2out |
| Status | complete, no violations |
| Die width | 86.9 um |
| Worst setup startpoint | b[0] |
| Fillers | 658 |
| TNS Setup | 0 ps |
| Post_cts resized | 0 |
| Post-Synthesis Cell Area | 2160 um^2 |
| Share of cells above drive strength 1 | 27.2% |
| Init Core Util | 31.5% |
| CP peak stage delay | 490 ps |
| I/O Buffers | 101 |
| Detail Route met3 WL | 297 um |
| Die H | 86.9 um |
| CP startpoint kind | input pin |
| Vias in the first global route | 1579 |
| Cell count in the Yosys report | 184 |
| Routed WL | 4440 um |
| Commonest Layout Cell | clkdlybuf4s50_1 |
| Worst IR Drop VDD | 0.00000888 V |
| CP arrival | 20810 ps |
| Largest net degree at the start of global routing | 33 |
| Final setup fails | 0 |
| Avg Cell Area, Syn | 11.8 um^2 |
| DR iter-0 viols | 14 |
| Setup bufs post-CTS | 0 |
| Post-DRT Antenna Nets | 0 |
| Critical path's most frequent cell | fa_1 |
| Cycle use final | 91.0% |
| Logic pwr share | 100.0% |
| Fin crit period | 26670 ps |
| Initial antenna violation count | 0 |
| Max Cap Violations | 0 |
| Int Pwr | 0.0378 mW |
| DR WL/cell | 13.1 um |
| Yosys warns | 0 |
| CP Capture Type | output port |
| Unique cell types | 17 |
| Net Sw Frac | 37.6% |
| Gr ovfl total | 0 |
| CP max stage cell | clkdlybuf4s50_1 |
| Worst Max-Slew Pin Slew | 770 ps |
| Routed length on met2 | 2270 um |
| # diodes | 0 |
[synth_stat cells]
cell,instances
buf_1,1
xnor2_2,2
buf_8,2
fa_1,32
inv_1,10
o2bb2ai_1,2
xor2_2,28
nor2_1,1
buf_12,1
a22o_1,30
buf_6,1
xor2_1,2
maj3_2,30
buf_2,1
maj3_1,2
buf_4,32
clkbuf_1,7
[layer usage]
metal | vias to the layer above | global-route usage [%]
met5 | - | 0
met3 | 0 | 1.83
met2 | 53 | 21.5
li1 | 693 | -
met4 | 0 | 0
met1 | 694 | 19.6
[power groups by stage]
stage | clock, mW | combinational, mW | sequential, mW
6_report | 0 | 0.0605 | 0
5_1_grt | 0 | 0.0685 | 0
4_1_cts | 0 | 0.0622 | 0
[per-stage QoR]
stage | setup WS (ps) | area, um^2
final | 2630 | 2970
after global routing | 1980 | 2970
after CTS | 2430 | 2970
after detailed placement | 2460 | 2970
after global placement | 2480 | 2970
after floorplan | 3620 | 2160
[layout make-up]
class	instances	area share, %
Multi-Input combinational cell	129	60.2
Tap cell	96	4.04
Inverter	10	1.26
Timing Repair Buffer	104	34.5
[cells by family (layout without fill, tap and decap cells)]
group	Yosys count	after routing	share of synthesized area, %
AOI/OAI and AO/OA	32	32	13.0
xor gates and xnor gates	32	32	23.4
adders and majority gates	64	64	46.2
buffers and inverters	55	114	17.3
and+or+nand+nor	1	1	0.173
[path summary, 6_finish.rpt]
path | endpoint | slack (ps) | depth (start not counted)
worst min-delay path | result[31] | 12740 | 3
worst max-delay path | result[31] | 2630 | 39
[worst max-delay path, delay by kind of cell]
family / cells / cell delay [ps]
fa+ha+maj: 32 / 13530
xor+xnor: 1 / 130
buf+inv: 5 / 1180
compound gates: 1 / 110
Power is estimated from default activity; no workload was simulated.
