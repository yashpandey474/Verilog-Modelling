## flow/design.v

```verilog
module ram_1 (addr, data, clock, read, write, cs);
    input [9: 0] addr;
    input clock, read, write, cs;
    inout [7: 0] data;
    reg [7: 0] mem [1023 : 0];
    reg [7: 0] dataout;
    assign data = (cs && read) ?  dataout: 8'bz;
    always @ (posedge clock)
        if (cs && write && !read) mem[addr] = data;
    always @ (posedge clock)
        if (cs && read && !write) dataout = mem[addr];
endmodule
```

## flow/run.sh

```bash
#!/bin/bash
# OpenROAD 26Q1-2900-gdf79404cd8, Yosys 0.63+post, stock flow scripts
make -C /OpenROAD-flow-scripts/flow DESIGN_CONFIG=/design/flow/config.mk WORK_HOME=/design/flow/orfs finish
```

## flow/config.mk

```make
export PLATFORM = sky130hd
export DESIGN_NAME = ram_1
export DESIGN_NICKNAME = ram_1
export VERILOG_FILES = /design/flow/design.v
export SDC_FILE = /design/flow/constraint.sdc
export NUM_CORES = 4
export LEC_CHECK = 1
export CORE_UTILIZATION = 30
export SYNTH_MEMORY_MAX_BITS = 65536
```

## flow/constraint.sdc

```tcl
current_design ram_1

set clk_period 35.8
set clk_io_pct 0.2

create_clock -name clk0 -period $clk_period [get_ports {clock}]

set non_clock_inputs [all_inputs -no_clocks]
set_input_delay [expr $clk_period * $clk_io_pct] -clock clk0 $non_clock_inputs
set_output_delay [expr $clk_period * $clk_io_pct] -clock clk0 [all_outputs]
```

==> flow_metrics.env <==
# flow metrics
export IMPL_synth_cell_type_count=49
export IMPL_toolErrorMsg="[error] [KeplerFormal.cpp:679] Workflow failed: Iso has multiple drivers: .data3, place1427.X0"
export IMPL_num_rows=376
export IMPL_ys_sh_adder_pct=0
export IMPL_postCtsHoldBufs=0
export IMPL_yosys_area_share_xor_xnor_pct=0
export IMPL_haltStage="4_1_cts"
export IMPL_netlist_top_cell_by_area="sky130_fd_sc_hd__edfxtp_1"
export IMPL_synthCells=16400
export IMPL_synth_edff_count=8200
export IMPL_top_area_share_pct=78.0
export IMPL_cts_root_buffer="sky130_fd_sc_hd__clkbuf_16"
export IMPL_place_congestion=0.905
export IMPL_ys_chip_area_um2=316000
export IMPL_share_of_the_yosys_chip_area_belonging_to_registers_pct=78.0
export IMPL_synthesis_area_um2=316000
export IMPL_synthesis_area_per_instance_um2=19.3
export IMPL_netlist_top_cells_area="sky130_fd_sc_hd__edfxtp_1, sky130_fd_sc_hd__mux2i_1, sky130_fd_sc_hd__mux4_2"
export IMPL_cts_setup_buffers=0
export IMPL_muxShareOfSynthArea_pct=13.9
export IMPL_ys_warnings_count=2
export IMPL_asyncSetResetFlopFracSynth_pct=0
export IMPL_yosys_register_bits=8200
export IMPL_place_detailed_hpwl_um=539000
export IMPL_clock_tree_htree_level_count=6
export IMPL_number_of_clock_buffers_inserted_by_tritoncts=795
export IMPL_yosys_stat_cells=16400
export IMPL_horizontal_die_dimension_um=1030
export IMPL_floorplan_die_height_um=1030
export IMPL_simple_gate_share_pct=2.77
export IMPL_io_pin_count=22
export IMPL_run_status="aborted with a tool error"
export IMPL_ys_sh_aoi_pct=3.71
export IMPL_post_cts_resized=0
export IMPL_clock_path_buffers=4
export IMPL_core_util_at_fp_pct=30.1
export IMPL_clock_sink_count=8200
export IMPL_postSynth_topFlopCell="sky130_fd_sc_hd__edfxtp_1"
export IMPL_io_buffer_count=13
export IMPL_netlist_logic_family_top="multiplexers"
-- cells in the mapped netlist, drive strengths merged, types with 96 or more instances --
cell / n
edfxtp: 8200
mux2i: 2521
nor2: 1334
o22ai: 1050
mux4: 819
buf: 730
clkbuf: 336
a22oi: 261
nor4: 210
nor3: 145
o21ai: 134
nand2: 132
o2111ai: 98
nand3: 96
-- metrics by stage --
| step | std cells | setup WS (ps) | area [um^2] |
|---|---|---|---|
| 2_1_floorplan | 16400 | 16620 | 316000 |
| 3_3_place_gp | 30000 | 20850 | 334000 |
| 3_5_place_dp | 30000 | 20910 | 334000 |
-- logic make-up after synthesis --
kind of cell,after synthesis
buf+inv,1067
mux,3347
flops,8200
simple gates,2015
compound gates,1760
