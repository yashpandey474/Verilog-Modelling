**flow/constraint.sdc**
```tcl
current_design MUX_4to1

set clk_period 1.0
set clk_io_pct 0.2

create_clock -name clk0 -period $clk_period

set non_clock_inputs [all_inputs -no_clocks]
set_input_delay [expr $clk_period * $clk_io_pct] -clock clk0 $non_clock_inputs
set_output_delay [expr $clk_period * $clk_io_pct] -clock clk0 [all_outputs]
```
**flow/run.sh**
```bash
#!/bin/bash
# OpenROAD 26Q1-2900-gdf79404cd8, Yosys 0.63+post, stock flow scripts
make -C /OpenROAD-flow-scripts/flow DESIGN_CONFIG=/design/flow/config.mk WORK_HOME=/design/flow/orfs finish
```
**flow/design.v**
```verilog
module MUX_2to1 (out, in1, in2, sel);
    output [31: 0] out;
    input [31: 0] in1, in2;
    input sel;
    always @ (*)
    begin
        if (sel) out <= in2;
        else out <= in1;
    end
endmodule
module MUX_4to1 (out, in1, in2, in3, in4, sel);
    output [31: 0] out;
    input [31: 0] in1, in2, in3, in4;
    input [1: 0] sel;
    wire [31: 0] MUX1_out, MUX2_out;
    MUX_2to1 MUX1(MUX1_out, in1, in2, sel[0]);
    MUX_2to1 MUX2(MUX2_out, in3, in4, sel[0]);
    MUX_2to1 MUX3(out, MUX1_out, MUX2_out, sel[1]);
endmodule
```
**flow/config.mk**
```make
export PLATFORM = sky130hd
export DESIGN_NAME = MUX_4to1
export DESIGN_NICKNAME = MUX_4to1
export VERILOG_FILES = /design/flow/design.v
export SDC_FILE = /design/flow/constraint.sdc
export NUM_CORES = 4
export LEC_CHECK = 1
export CORE_AREA = 10 10 84 84
export DIE_AREA = 0 0 94 94
```
==> impl_metrics.yaml <==
# generated from flow reports
power_and_ir_drop:
  ir_worst_vdd_mv: 0.183
  share_seq_of_total_power_pct: 0
  power_frac_clock_pct: 0
  p_leak_nw: 1.14
  swShare_pct: 26.4
  power_density_nw_per_um2: 369
  p_int_mw: 0.644
  power_switching_mw: 0.230
  power_frac_comb_pct: 100.0
detailed_routing:
  drtIter0Drc: 21
  ant_nets: 0
  drt_first_pass_iters: 3
  viasPerCell: 4.37
  drcViolationCount: 0
  vias: 1206
  post_drt_wl_per_cell_um: 24.2
  drt_wl_total_mm: 6.67
timing:
  max_freq_mhz: 769
  drv_slew: 0
  setup_violations: 32
  setup_slack_ns: -0.301
  setup_tns_ns: -9.21
  worstMarginPinSlew_ns: 0.109
  hold_viol_final: 0
  finalCriticalPeriod_ns: 1.30
  maxSlewHeadroom_pct: 92.7
  min_period_over_period_pct: 130
  rsz0062_at_grt: "true"
floorplanning:
  die_w_um: 94
  fp_util_pct: 15.6
  rows: 26
  die_y_um: 94
  dieArea_um2: 8840
  ios: 162
  core_um2: 5200
placed_design:
  place.gp.congestion: 0.871
  placed_area_um2: 2490
  dpl.hpwl_mm: 5.69
  pre_cts_ws_ns: -0.906
  io_buffers: 162
flow_run:
  warnings: 35
  maxCapViolations: 0
logic_synthesis:
  yosys-stat-area_um2: 815
  yosys_warnings: 3
  yosysUniqueCellTypes: 5
  synthCells: 39
  avgSynthCellArea_um2: 20.9
  synth_stat.cells: 39
  synth_seq_share_pct: 0
  netlist_area_um2: 815
setup_path:
  crit_end: "out[5]"
  crit_type: "in -> out"
  arrival_ns: 1.10
  cp-start-kind: "primary input"
  critPathMaxFanout: 7
  required_ns: 0.80
  crit_start: "sel[0]"
  worstSetupEndpointType: "output pin"
grt:
  grt_pass1_wl_mm: 9.53
  grtUsageTotal_pct: 14.8
  grt_overflow: 0
  grt_max_degree: 17
  grt_pass1_vias: 1412
  antenna_found_initial: 2
clocking:
  cts_setup_buffers: 0
  ctsHoldBuffers: 0
finish:
  fin_area_um2: 2370
  area_growth_pct: 191
  drive_gt1_share_pct: 37.3
  flop_area_um2: 0
  clockBufferCount: 0
  ff_count: 0
status:
  status: "finished, violations left"
  failed_checks: "setup timing"
min_path:
  hold_path_class: "in -> out"
## power groups by stage
stage	sequential [mW]	combinational (mW)	clock [mW]
4_1_cts	0	0.894	0
5_1_grt	0	0.943	0.000000134
6_report	0	0.874	0.000000267
## routing by layer
layer  GRT usage, %  vias up  wire length [µm]
met5              0        -                 0
met4          0.506        0                27
met3           5.65        2               631
met2           26.9       68              3760
met1           17.0      591              2260
li1               -      545                 -
## cell usage after synthesis (all sizes together)
cell,number,area share [%]
buf,7,11
mux4,32,89
## worst min path at each step
| stage | slack, ns | cells past startpoint | startpoint | to |
|---|---|---|---|---|
| CTS | 0.88 | 3 | in1[9] | out[9] |
| finish | 0.88 | 3 | in4[14] | out[14] |
| global route | 0.90 | 3 | in4[14] | out[14] |
## critical path: stages
cell	delay, ns
buf_16	0.14
buf_12	0.14
mux4_2	0.49
buf_2	0.14
## cells by family after synthesis
family | Yosys count | synth area share [%]
multiplexers | 32 | 89.4
buffers and inverters | 7 | 10.6
## layout by cell type (no fill, tap or decap)
master,netlist,layout
buf_16,0,6
buf_2,3,32
buf_12,3,3
bufbuf_16,0,1
diode_2,0,2
mux4_2,30,32
dlygate4sd2_1,0,128
buf_4,0,2
## repair_timing
item                       CTS  global route
gates cloned                 6             0
gates resized              255             0
setup endpoints to repair   32            32
## metrics by stage
step	total power, mW	std cells	util [%]	hold slack, ns
floorplan	0.287	39	-	0.486
global placement	1.08	268	47.8	1.35
detailed placement	1.09	268	47.8	1.36
CTS	0.894	274	45.4	0.885
global route	0.943	275	45.4	0.896
finish	0.874	276	45.5	0.883
## area by class of cell
cell class	instances	area [µm²]
Tap cell	70	87.6
Multi-Input combinational cell	32	721
Antenna cell	2	5.00
Fill cell	530	2840
Timing Repair Buffer	172	1550
Power and IR drop assume default switching activity.
